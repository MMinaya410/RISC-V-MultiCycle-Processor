==> design/flow/design.v <==
module ExtendImm (
    input logic[31:7] Instr,
    input logic[1:0] ImmSrc,
    output logic[31:0] ImmExt
);
always_comb begin
    case(ImmSrc)
        2'b00: begin  
            ImmExt = {{20{Instr[31]}}  , Instr[31:20]};
        end
        2'b01: begin  
            ImmExt = {{20{Instr[31]}},Instr[31:25],Instr[11:7]};
        end
        2'b10: begin  
            ImmExt = {{19{Instr[31]}},Instr[31],Instr[7],Instr[30:25],Instr[11:8],1'b0};
        end
        2'b11: begin  
            ImmExt = {{11{Instr[31]}},Instr[31],Instr[19:12],Instr[20],Instr[30:21],1'b0};
        end
        default: begin
            ImmExt = 32'bx; 
        end
    endcase
end
endmodule 
==> design/flow/run.sh <==
#!/bin/bash
# OpenROAD 26Q1-2900-gdf79404cd8, Yosys 0.63+post, stock flow scripts
make -C /OpenROAD-flow-scripts/flow DESIGN_CONFIG=/design/flow/config.mk WORK_HOME=/design/flow/orfs finish
==> design/flow/config.mk <==
export PLATFORM = sky130hd
export DESIGN_NAME = ExtendImm
export DESIGN_NICKNAME = ExtendImm
export VERILOG_FILES = /design/flow/design.v
export SDC_FILE = /design/flow/constraint.sdc
export NUM_CORES = 4
export LEC_CHECK = 1
export CORE_AREA = 10 10 70 70
export DIE_AREA = 0 0 80 80
==> design/flow/constraint.sdc <==
current_design ExtendImm

set clk_period 2.2
set clk_io_pct 0.2

create_clock -name clk0 -period $clk_period

set non_clock_inputs [all_inputs -no_clocks]
set_input_delay [expr $clk_period * $clk_io_pct] -clock clk0 $non_clock_inputs
set_output_delay [expr $clk_period * $clk_io_pct] -clock clk0 [all_outputs]
==> impl_metrics.toml <==
# physical design summary
[routing]
antenna_cells = 0
drt_pass1_iterations = 1
via_per_inst = 3.17
drc = 0
drtIter0Drc = 0
num_vias = 377
wire_per_inst_um = 12.9
wl_mm = 1.54
antenna_left = 0

[synth]
ys_sh_mux_pct = 20.2
synth.cellmix.compoundShare_pct = 26.7
syn_inst = 39
yosysTopAreaCell = "buf_4"
fa_ha_area_share_pct = 0
top_cell_area_share_pct = 44.2
ys_sh_simple_pct = 2.33
topCellsByArea = "buf_4 44%, a31o_2 22%, mux2_2 14%"
yosysMostFrequentCell = "buf_4"
synth.avg_cell_area_um2 = 8.28
ys_warn_count = 1
synth_chip_area_um2 = 323
ys_seq_share_pct = 0
ys_cells = 39
ys_sh_xor_pct = 5.04
synth_area_um2 = 323
synthTopLogicFamily = "buffers and inverters"
common_cells = "19 x buf_4, 8 x a31o_2, 4 x mux2_2"
synth_cell_types = 9

[final_timing]
slew_headroom_pct = 86.5
fmax_mhz = 464
hold_viol = 0
rsz0062_at_grt = "true"
period_needed_ns = 2.16
hold_ws_ns = 0.880
tns_ns = 0
setup_slack_ns = 0.0440
worstMarginPinSlew_ns = 0.203
setup_viol = 0
slew_viol_final = 0
finalClockPeriodUsage_pct = 98.0

[worst_setup_path]
cp.required_ns = 1.76
critPathMaxFanout = 4
worstSetupStartpointType = "input pin"
endpoint_kind = "output pin"
path_class = "input pin to output pin"
worstPathArrival_ns = 1.72

[clock_tree]
cts_hold_buffers = 0

[floorplanning]
die_h_um = 80
initCoreUtil_pct = 9.45
core_area_mm2 = 0.00342
die-area_mm2 = 0.00640
die_w_um = 80
io_pins = 59
rows = 21

[global_route]
grt_util_all_layers_pct = 4.13
grt_pass1_wl_mm = 2.19
grt-ovfl-total = 0
antenna_found_initial = 0
grt_max_degree = 14
first_global_vias = 372

[worst_hold_path]
hold_path_class = "input pin to output pin"

[cells_and_area]
seq_cells = 0
syn_to_final_growth_pct = 139
flop_area_um2 = 0
clock_buffers = 0
design_area_um2 = 772
layout-drive-gt1-share_pct = 28.8

[outcome]
status = "complete, no violations"

[place]
port_buffers = 47
dp.final_hpwl_mm = 1.35
gp_congestion = 0.803
placed_area_um2 = 748
dp_slack_ns = -0.230

[flow_run]
cap_violations = 0
warnings = 33

[power]
power.leakage_nw = 0.314
ir_drop_mv = 0.0414
finalPower_mw = 0.154
powerDensity_mw_per_mm2 = 200
cell families (layout without fill, tap and decap cells):
logic type / Yosys count / in the layout
xor gates and xnor gates: 1 / 1
AOI/OAI and AO/OA: 10 / 10
buffers and inverters: 20 / 54
muxes: 6 / 6
and+or+nand+nor: 2 / 2
cell type report:
| type | count | area [µm²] |
|---|---|---|
| Fill cell | 381 | 2640 |
| Timing Repair Buffer | 54 | 517 |
| Multi-Input combinational cell | 19 | 198 |
| Tap cell | 46 | 57.6 |
layout by cell type, fill, tap and decap left out, drive strengths merged:
cell           instances
dlygate4sd2            5
buf                    7
xor2                   1
nor2                   2
a31o                   8
mux2                   4
mux2i                  2
clkdlybuf4s15          1
a21oi                  1
a21boi                 1
clkdlybuf4s50         41
critical path, cell delays in order:
cell and delay (ns):
dlygate4sd2_1 0.27, xor2_2 0.15, buf_4 0.16, mux2_4 0.29, clkdlybuf4s50_1 0.41
timing repair:
item / 4_1_cts / 5_1_grt
buffers inserted: 1 / 1
endpoints found under the setup margin: 14 / 9
pin swaps: 1 / 2
resized: 7 / 5
metal layers:
layer / global-route usage, % / vias to the layer above / wire length (µm)
met4: 0.176 / 0 / 0
met3: 0.909 / 0 / 102
met2: 7.78 / 23 / 775
met1: 4.82 / 164 / 663
met5: 0 / - / 0
li1: - / 190 / -
through the flow:
step / utilization [%] / std cells
CTS: 21.9 / 118
floorplan: - / 39
global placement: 21.9 / 118
detailed placement: 21.9 / 118
finish: 22.6 / 119
global route: 22.6 / 119
worst paths after layout:
| kind | cells after the start | slack, ns | endpoint | from |
|---|---|---|---|---|
| setup / recovery | 5 | 0.04 | ImmExt[2] | ImmSrc[1] |
| hold / removal | 0 | 0.88 | ImmExt[10] | Instr[30] |
where the power goes:
| group | switching, mW | internal (mW) | leakage [nW] | total [mW] |
|---|---|---|---|---|
| sequential | 0 | 0 | 0 | 0 |
| combinational | 0.0367 | 0.118 | 0.314 | 0.154 |
| clock | 0 | 0 | 0 | 0 |
| total | 0.0367 | 0.118 | 0.314 | 0.154 |
No activity file was given, so power comes from the tool's default toggle rates.
